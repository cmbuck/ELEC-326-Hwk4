<file path="/design/flow/design.v">
module BIT_REG(Clk, wEnable, d, q);
input Clk;
input wEnable;
input  d;
output reg q;
   always @(negedge Clk)
     begin
	if (wEnable)
	  q <= d;
     end
endmodule  
module   DeMux_N_1bit(Select, inData, outData);
   input [5-1:0] Select; 
   input inData;  
   output reg [32-1:0] outData;
   always @(*)
   begin
	outData = 0;
	outData[Select] = inData;
   end
endmodule  
module Mux_N_Mbit(Select, inData, outData);
   input [5-1:0] Select;  
   input [32 * 32-1:0] inData;
   output reg [32-1:0] outData;
   always @(*)
   begin
	outData = inData[Select * 32 +: 32];
   end
endmodule  
module Nbit_Reg(Clk,  wEnable, wData, outVal);
input Clk;
input wEnable;
input  [32-1:0] wData;
output [32-1:0] outVal;
	genvar i;
		generate
			for (i=0; i < 32; i = i + 1)
			begin : george
			BIT_REG steve(Clk, wEnable, wData[i], outVal[i]);
			end
		endgenerate
endmodule  
module S_regFile(Clk, SrcRegA, SrcRegB, DestReg, WriteData, WE, DataA, DataB, regOutputs);
   input Clk;
   input [5-1:0] SrcRegA, SrcRegB; 
   input [5-1:0] DestReg; 
   input [32-1:0] WriteData;
   input WE;
   output [32-1:0] DataA, DataB; 
	wire [32-1:0] weDemuxed;
	output [32 * 32-1:0] regOutputs;
	DeMux_N_1bit demux1(DestReg, WE, weDemuxed);
	genvar i;
	generate
		for (i=0; i < 32; i = i + 1)
		begin : regBank
		Nbit_Reg register(Clk, weDemuxed[i], WriteData, regOutputs[32 * i +:32]);
		end
	endgenerate
	Mux_N_Mbit muxA(SrcRegA, regOutputs, DataA);
	Mux_N_Mbit muxB(SrcRegB, regOutputs, DataB);
endmodule  
</file>
<file path="/design/flow/run.sh">
#!/bin/bash
# OpenROAD 26Q1-2900-gdf79404cd8, Yosys 0.63+post, stock flow scripts
make -C /OpenROAD-flow-scripts/flow DESIGN_CONFIG=/design/flow/config.mk WORK_HOME=/design/flow/orfs finish
</file>
<file path="/design/flow/config.mk">
export PLATFORM = sky130hd
export DESIGN_NAME = S_regFile
export DESIGN_NICKNAME = S_regFile
export VERILOG_FILES = /design/flow/design.v
export SDC_FILE = /design/flow/constraint.sdc
export NUM_CORES = 4
export LEC_CHECK = 1
export CORE_AREA = 10 10 719 719
export DIE_AREA = 0 0 729 729
</file>
<file path="/design/flow/constraint.sdc">
current_design S_regFile

set clk_period 11.4
set clk_io_pct 0.2

create_clock -name clk0 -period $clk_period [get_ports {Clk}]

set non_clock_inputs [all_inputs -no_clocks]
set_input_delay [expr $clk_period * $clk_io_pct] -clock clk0 $non_clock_inputs
set_output_delay [expr $clk_period * $clk_io_pct] -clock clk0 [all_outputs]
</file>
==> out/results.txt <==
CP arrival - 9050 ps
Unrepaired setup endpoints after global routing - false
Maximum Capacitance Violations - 0
Hold path endpoint - DataB[17]
Area leader share - 54.3%
Worst min-delay path startpoint - SrcRegB[4]
Placed cells - 11200
Worst path required time - 9120 ps
Worst setup SP type - register
Pin count of the biggest net entering global routing - 88
Ys flops - 1024
Layout cells sized above 1 - 10.8%
CP bufs+invs - 2
GRT Overall Usage - 14.7%
Die span in x - 729 um
Critical Path Max Stage Delay - 590 ps
Critical path's top delay family - simple AND/OR/NAND/NOR gates
Clk buf depth - 4
IO Count - 1137
Synth Area per Inst - 12.8 sq um
Port Buffer Count - 1136
Hold depth - 6
Fp_density - 11.3%
Largest register FFs - 1024
Top cells excl fill/tap - 1090 x clkdlybuf4s50_1, 1052 x inv_1, 1024 x mux2i_1, 1024 x edfxtp_1, 221 x buf_4
CTS root buffer - clkbuf_16
TritonCTS clock tree - done
Biggest register - regBank.register.george.steve.q
Crit. End Element - primary output
Pre-CTS setup slack - 334 ps
EDFF count, synth - 1024
Leak - 31.3 nW
Syn Inst Count - 4435
Min-Delay Path Class - input pin to primary output
WHS - 5880 ps
H-tree levels - 4
Grt ovf - 0
First-pass GRT wire length - 488 mm
Slew at the pin with the worst max-slew slack - 895 ps
Via/cell ratio - 3.39
Status - completed
Unique cell type count in the Yosys netlist - 34
Seq/Total Area, Yosys - 54.3%
Cell type with the largest total area - edfxtp_1
Core area - 501000 sq um
Vias - 42500
Dominant flop cell - edfxtp_1
Drt drc - 0
Setup TNS - 0 ps
Total wire length - 398 mm
# Cells Yosys - 4435
Synth Cell Area - 56600 sq um
Non-filler cells, final - 12500
Chip Area, Yosys - 56600 sq um
Setup violators final - 0
Clock transition at the registers of the reported paths - 30 ps
Pins Over Slew Limit - 0
Worst relative slew slack - 39.9%
Initial DRC Count - 3484
PwrDens - 150 nW/um^2
Detailed placement HPWL - 316 mm
Total die size - 531000 sq um
Biggest area cells - edfxtp_1 54%, mux2i_1 18%, buf_4 14%
Inserted Clock Buffers - 140
WL/cell - 31.7 um
Maximum vdd drop - 115 uV
Antenna violations before repair - 62
Yosys warning count - 3
Worst Setup Slack, final - 67.7 ps
Most frequent logic cell in the layout - clkdlybuf4s50_1
Clk sink count - 1024
CP max FO - 3
Vias in the first global route - 44500
Final Hold Viols - 0
Biggest regs - regBank.register.george.steve.q: 1024 flops
Area grow syn2layout - 39.5%
Placer Congestion - 0.926
Drt first pass iters - 6
Setup CP Type - register to primary output
Critical-path top delay cell - nor3_1
Antenna Nets Post-Route - 0
Power after layout - 11.9 mW
Filler cells - 54900
Site Rows - 260
Asr flop ratio synth - 0%
OpenROAD warnings - 1027
Critical-path cell list - mux2i_1 > a22o_1 > nor3_1 > a31oi_2 > buf_4 > nand3_1 > clkdlybuf4s50_1
Die Y - 729 um
## synth_stat cells, drive strengths merged (2+ instances only)
library cell     n
buf           1190
nor2b            5
nand3          196
nor3b            3
a22oi          194
and2             2
a21oi          192
inv              5
nor3            65
edfxtp        1024
a22o           128
or2              2
mux2i         1025
nand2          198
mux2             2
clkbuf          88
a31oi           66
nand2b           4
nor2            37
nand4            2
## cell families (layout without fill, tap and decap cells)
family	Yosys count	in the layout	share of synthesized area [%]
other	0	33	0
buffers and inverters	1283	2674	16.3
muxes	1027	1027	18.2
and+or+nand+nor	517	517	4.13
AOI/OAI and AO/OA	581	581	7.02
DFF	1024	1024	54.3
adders and majority gates	1	1	0.0221
xor gates and xnor gates	2	2	0.0309
## layout make-up
| type | count | area, sq um | share of cell area (%) |
|---|---|---|---|
| Antenna cell | 33 | 82.6 | 0.105 |
| Clock buffer | 141 | 3530 | 4.47 |
| Clock inverter | 1134 | 5250 | 6.64 |
| Inverter | 4 | 15.0 | 0.0190 |
| Multi-Input combinational cell | 2128 | 17300 | 21.9 |
| Sequential cell | 1024 | 30700 | 38.9 |
| Tap cell | 6681 | 8360 | 10.6 |
| Timing Repair Buffer | 1395 | 13700 | 17.4 |
## per-layer routing
layer  track usage, %  up-vias  part of all wire, %
li1                 -    18200                    -
met1             14.7    20900                   33
met2             21.2     2838                   43
met3             11.5      568                   17
met4             9.15       22                  6.9
met5            0.934        -                 0.20
## power by group
group / switching (mW) / internal, mW / total (mW)
logic: 0.877 / 0.426 / 1.30
registers: 0.0547 / 4.24 / 4.30
clock network: 2.86 / 3.39 / 6.25
## repair_timing
| action | in CTS | in global routing |
|---|---|---|
| hold buffers | 0 | 0 |
| endpoints found under the hold margin | 0 | 0 |
| resized | 16 | 10 |
| setup buffers | 0 | 0 |
| pin swaps | 0 | 1 |
| endpoints found under the setup margin | 11 | 9 |
## worst max path at each step
stage | cells past startpoint | from | to | slack (ps)
CTS | 7 | regBank[2].register.george[14].steve.q | DataB[14] | 10
global route | 8 | regBank[7].register.george[16].steve.q | DataB[16] | 9
finish | 7 | regBank[2].register.george[1].steve.q | DataA[1] | 70
## through the flow
| stage | utilization (%) | cell area, sq um |
|---|---|---|
| global placement | 14.0 | 70000 |
| detailed placement | 14.0 | 70000 |
| floorplan | - | 56600 |
| CTS | 15.7 | 78900 |
| global route | 15.7 | 78900 |
| finish | 15.8 | 79000 |
Power and IR drop assume default switching activity.
