==> design.v <==
   module B_regFile(Clk, SrcRegA, SrcRegB, DestReg, WriteData, WE, DataA, DataB);
   input Clk;
   input [5-1:0] SrcRegA, SrcRegB;
   input [5-1:0] DestReg;
   input [32-1:0] WriteData;
   input WE;
   output [32-1:0] DataA, DataB;
   reg [32-1:0]    REG_FILE [0:32-1];   
   integer 			i,j;
always @(negedge Clk)
       begin 
	if (WE) 
    	  REG_FILE[DestReg] <=  WriteData;
        end
   assign   DataA = REG_FILE[SrcRegA];
   assign   DataB = REG_FILE[SrcRegB];
endmodule
==> run.sh <==
#!/bin/bash
# OpenROAD 26Q1-2900-gdf79404cd8, Yosys 0.63+post, stock flow scripts
make -C /OpenROAD-flow-scripts/flow DESIGN_CONFIG=/design/flow/config.mk WORK_HOME=/design/flow/orfs finish
==> config.mk <==
export PLATFORM = sky130hd
export DESIGN_NAME = B_regFile
export DESIGN_NICKNAME = B_regFile
export VERILOG_FILES = /design/flow/design.v
export SDC_FILE = /design/flow/constraint.sdc
export NUM_CORES = 4
export LEC_CHECK = 1
export CORE_UTILIZATION = 50
==> constraint.sdc <==
current_design B_regFile

set clk_period 8.5
set clk_io_pct 0.2

create_clock -name clk0 -period $clk_period [get_ports {Clk}]

set non_clock_inputs [all_inputs -no_clocks]
set_input_delay [expr $clk_period * $clk_io_pct] -clock clk0 $non_clock_inputs
set_output_delay [expr $clk_period * $clk_io_pct] -clock clk0 [all_outputs]
==> job_summary.md <==
### Metrics collected by this job

| Metric | Value |
|---|---|
| Final cell count without fillers | 5,931 |
| Failing checks | antenna rules |
| Critical Path, Cell by Cell | mux2i_1 > a22o_1 > nor3_1 > a31oi_1 > nand3_1 > clkdlybuf4s50_1 |
| Worst setup EP type | output pin |
| Synth Area per Inst | 14.4 um2 |
| Top Registers | REG_FILE x1024 |
| First-pass GRT wire length | 231,000 um |
| I/O Buffers | 112 |
| Fillers | 6,897 |
| Routed WL | 159,000 um |
| Worst setup path class | reg -> out |
| Area Overhead vs Synth | 23.5% |
| Initial antenna violation count | 9 |
| Synth Seq Share | 63.1% |
| DP Wirelength | 92,600 um |
| # IOs | 113 |
| Gate Area | 17,200 um2 |
| Max FO, Critical Path | 2 |
| Max Transition Viols Final | 0 |
| TritonCTS clock tree | built |
| Warnings from Yosys | 1 |
| GR Overflow Total | 0 |
| Run status | finished with violations |
| Pin count of the biggest net entering global routing | 92 |
| RSZ-0062 raised after global routing | true |
| Chip area | 98,800 um2 |
| Vias in the first global route | 38.4k |
| Gpl congestion | 0.921 |
| Floorplan Utilization | 50.4% |
| Vias/cell | 5.90 |
| TNS Setup | 0 ns |
| Final setup viols | 0 |
| Pwr dens | 229 nW/um2 |
| Residual DRC | 0 |
| Critical path arrival | 6.76 ns |
| Sequential cell area | 30,700 um2 |
| Die height | 314 um |
| Total number of vias | 35.0k |
| Hold Slack | 4.37 ns |
| DR WL/cell | 26.8 um |
| Synthesized area | 48,800 um2 |
| Worst Max-Slew Pin Slew | 0.862 ns |
| Tot Pwr | 13.8 mW |
| CP max stage delay | 0.62 ns |
| Crit path buffers/inverters | 1 |
| Crit-path leading delay family | buffers and inverters |
| Gate Count Post-Synth | 3,387 |
| Pleak | 26.4 nW |
| H-tree Lvls | 3 |
| Fin. Hold Viols | 0 |
| Distinct lib cells | 24 |
| Reg clk slew, reported paths | 0.03 ns |
| Clk root buf | clkbuf_16 |
| Max reg flops | 1,024 |
| DR pass1 iterations | 7 |
| # rows | 114 |
| Chip area in the Yosys report | 48,800 um2 |
| Largest Register | REG_FILE |
| Post-CTS setup buffers | 0 |
| CTS sink count | 1,024 |
| Clock Path Buffers | 3 |
| Slowest-stage cell, CP | clkdlybuf4s50_1 |
| Cell total in the yosys stat output | 3,387 |
| Initial drt markers | 2,508 |
| Gr usage total | 35.7% |
| Hold Crit Class | in -> out |
| Crit path DRT | 6.80 ns |
| Worst relative slew slack | 42.5% |
| Core area | 96,700 um2 |
| Critical Path Source Type | flip-flop |
| Max VDD drop | 0.209 mV |
| Number of max-cap violations | 0 |
| DP Cell Count | 4,692 |
| Number of routed nets with antenna violations | 1 |
| Layout cells sized above 1 | 10.0% |
| Die width | 314 um |
| Num CTS Buffers | 113 |
| Tool warnings | 1,028 |
| Flops out of synthesis | 1,024 |
==> logic make-up (layout without fill, tap and decap cells) <==
kind of cell,count (synthesis),count (layout),share of synthesized area [%]
AOI/OAI and AO/OA,576,576,8.05
buffers and inverters,254,1512,3.16
DFF,1024,1024,63.1
muxes,1024,1024,21.0
other,0,10,0
and+or+nand+nor,509,509,4.72
==> placed cells by master, fill, tap and decap left out, types with 2 or more instances in the layout <==
cell / synthesis / layout
a21oi_1: 192 / 192
a22o_1: 128 / 128
a22oi_1: 192 / 191
a31oi_1: 64 / 46
a31oi_2: 0 / 14
a31oi_4: 0 / 4
and2_4: 0 / 2
buf_12: 0 / 39
buf_4: 52 / 131
buf_8: 0 / 2
bufinv_16: 0 / 24
clkbuf_16: 0 / 115
clkdlybuf4s50_1: 0 / 93
clkinv_4: 0 / 4
clkinvlp_2: 0 / 26
diode_2: 0 / 10
dlygate4sd2_1: 0 / 8
dlymetal6s2s_1: 0 / 9
edfxtp_1: 1024 / 1024
inv_1: 1 / 1046
inv_4: 0 / 9
inv_6: 0 / 4
inv_8: 0 / 2
mux2i_1: 1024 / 1024
nand2_1: 195 / 193
nand2_2: 0 / 2
nand2b_2: 0 / 4
nand3_1: 194 / 173
nand3_2: 0 / 17
nand3_4: 0 / 4
nand3b_1: 5 / 5
nor2_4: 0 / 34
nor2b_4: 0 / 4
nor3_1: 64 / 46
nor3_2: 0 / 17
or2_2: 2 / 2
or3b_2: 3 / 3
==> layer usage <==
metal	vias to the layer above	track usage (%)	share of wire [%]	wire length, um
li1	15779	-	-	-
met1	16730	44.0	35	55700
met2	2120	47.3	45	71200
met3	329	27.9	16	25900
met4	15	16.2	3.8	6050
met5	-	0.822	0.098	156
==> final cells by class <==
class / instances / area share (%)
clock buffers: 115 / 4.78
multi-input cells: 2109 / 28.5
diodes: 10 / 0.0415
repair buffers: 282 / 4.83
clock inverters: 1115 / 8.18
well taps: 1276 / 2.65
flip-flops and latches: 1024 / 51.0
==> Yosys cell counts (all sizes together) <==
cell       n  area [um2]
or3b       3        26.3
nor3      64         320
or2        2        12.5
edfxtp  1024       30700
a21oi    192         961
nand3    194         971
nor2      35         131
nand2b     4        25.0
clkbuf    77         304
nand3b     5        37.5
and2       2        12.5
nor2b      4        25.0
buf      176        1230
mux2i   1024       10200
nand2    195         732
inv        1        3.75
or3        1        6.26
a22o     128        1120
a22oi    192        1440
a31oi     64         400
==> final timing paths <==
check | startpoint | to | slack (ns) | cells past startpoint
setup / recovery | REG_FILE[0][3]$_DFFE_NP_ | DataA[3] | 0.04 | 6
hold / removal | SrcRegA[1] | DataA[12] | 4.37 | 6
==> stage by stage <==
step                      utilization [%]  worst slack (ns)  cell area [um2]
after floorplan                         -             0.116            48800
after global placement               53.8             0.358            52000
after detailed placement             53.8             0.335            52000
after CTS                            62.0           0.00223            59900
after global routing                 62.3         -0.000643            60200
final                                62.3            0.0404            60200
==> where the power goes <==
| part | total [mW] | internal (mW) | switching [mW] |
|---|---|---|---|
| Clock | 7.01 | 3.82 | 3.19 |
| Sequential | 5.69 | 5.67 | 0.0253 |
| Combinational | 1.12 | 0.407 | 0.717 |
==> repair_timing <==
action | 4_1_cts | 5_1_grt
resized | 30 | 54
pin swaps | 1 | 8
hold buffers | 0 | 0
setup endpoints to repair | 23 | 38
Power figures rest on the tool's default switching activity, not on a simulated workload.
